### config.mk
export PLATFORM = sky130hd
export DESIGN_NAME = fifo
export DESIGN_NICKNAME = fifo
export VERILOG_FILES = /design/flow/design.v
export SDC_FILE = /design/flow/constraint.sdc
export NUM_CORES = 4
export LEC_CHECK = 1
export CORE_UTILIZATION = 50
### constraint.sdc
current_design fifo

set clk_period 5.8
set clk_io_pct 0.2

create_clock -name clk0 -period $clk_period [get_ports {ck}]

set non_clock_inputs [all_inputs -no_clocks]
set_input_delay [expr $clk_period * $clk_io_pct] -clock clk0 $non_clock_inputs
set_output_delay [expr $clk_period * $clk_io_pct] -clock clk0 [all_outputs]
### design.v
module fifo(Din, Dout, Wen, Ren, rst, ck, Fempty, Ffull);
   input [7:0]Din;
   input      Wen, Ren, rst, ck;
   output [7:0] Dout;
   output 	Fempty, Ffull;
   reg [7:0] 	FMEM[0:15];
   reg [3:0] 	Wptr, Rptr;
   reg 		Fempty_, Ffull_;
   reg [7:0] 	obuf;
   wire [3:0] 	NWptr, NRptr;
   assign Dout = obuf;
   assign NWptr = Wptr + 1;
   assign NRptr = Rptr + 1;
   wire [7:0] 	f0, f1, f2, f3, f4, f5, f6, f7, f8, f9, f10, f11, f12, f13, f14, f15;
   assign f0 = FMEM[0];
   assign f1 = FMEM[1];
   assign f2 = FMEM[2];
   assign f3 = FMEM[3];
   assign f4 = FMEM[4];
   assign f5 = FMEM[5];
   assign f6 = FMEM[6];
   assign f7 = FMEM[7];
   assign f8 = FMEM[8];
   assign f9 = FMEM[9];
   assign f10 = FMEM[10];
   assign f11 = FMEM[11];
   assign f12 = FMEM[12];
   assign f13 = FMEM[13];
   assign f14 = FMEM[14];
   assign f15 = FMEM[15];
   always @(posedge ck) begin
      if( !rst ) begin
	 Wptr <= 0;
	 Rptr <= 0;
	 Fempty_ <= 1;
	 Ffull_ <= 0;
      end else begin
	 if( Ren == 1 && Fempty_ != 1 ) begin
	    obuf <= FMEM[Rptr];
	    Rptr <= NRptr;
	    Ffull_ <= 0;
	    if( NRptr == Wptr ) Fempty_ <= 1;
	    else Fempty_ <= 0;
	 end
	 if( Wen == 1 && Ffull_ != 1 ) begin
	    FMEM[Wptr] <= Din;
	    Wptr <= Wptr + 1;
	    Fempty_ <= 0;
	    if( NWptr == Rptr ) Ffull_ <= 1;
	    else Ffull_ <= 0;	    
	 end
      end
   end  
   assign Fempty = Fempty_;
   assign Ffull = Ffull_;
endmodule
### run.sh
#!/bin/bash
# OpenROAD 26Q1-2900-gdf79404cd8, Yosys 0.63+post, stock flow scripts
make -C /OpenROAD-flow-scripts/flow DESIGN_CONFIG=/design/flow/config.mk WORK_HOME=/design/flow/orfs finish
==> run summary <==
Results of the implementation run.

The critical path in this run is classified as input port to register. The routed wirelength normalized by instance count came out at 22.70 um. The fraction of the core area occupied by cells at floorplan is 0.5234. The placed instance count came out at 447.

The most frequently used flop master after synthesis is edfxtp_1. The total of cells resized after clock tree synthesis is 0. The portion of synthesized cell area occupied by the leading cell type is 0.7044.

Along the worst path, the maximum fanout reaches 8. The per-instance average area after synthesis came out at 19.65 um2. The placeable core region is 0.01108 mm2.

The static leakage came out at 2.113 nW. Counting I/O delays and the setup requirement, the final critical path takes 2.742 ns. The run finished with clean final reports. By instance count, the leading cell after synthesis is edfxtp_1.

The DRC violations left is 0. 22 I/O pins were placed. After routing the design area is 0.006660 mm2. Walking the worst path, the cells encountered are clkdlybuf4s50_1, and3b_1, nand2_1, nor2_1. The layout has 781 filler cells. The total routing resource utilization after global routing is 0.2246. The post-detailed-routing wire length is 10.87 mm. The number of antenna violations at the first check in global routing came out at 0. Per the CTS log, the maximum H-tree level is 4. The number of failing hold endpoints at the final stage is 0.

The worst setup path is captured at a register. The number of hold-repair buffers added at the cts stage came out at 0. The sequential-to-total area share from yosys stat came out at 0.7389. The via count of the first global-routing pass came out at 2956. The pin count of the biggest net entering global routing came out at 37. The wire length of the first global-routing pass came out at 16.82 mm. The most critical hold endpoint after final layout shows a slack of 0.5410 ns. The type of the most critical hold path is register to register. Among all stages on the critical path, the maximum delay recorded is 0.62 ns. The total cell area reported by yosys after synthesis came out at 0.005798 mm2. The slack of the critical path came out at 3.058 ns. The total power density per cell area came out at 349.4 mW/mm2. In the final run the clock tree shows a worst skew of 0.006091 ns. For reference, the clock transition at the flip-flops on the worst setup and hold paths is 0.06 ns. The flow reports an fmax of 0.3647 GHz.

The tree is rooted in a clkbuf_16. The final cycle utilization of the critical path came out at 0.4728. The final route contains 2788 vias. The transition time at the pin with the least slew margin came out at 0.8417 ns. The synthesized flop and latch total is 146. The number of different library cells in the post-synthesis netlist came out at 33. Counting every sink on the clock net gives 146. The area added between synthesis and finish is 14.87%.

At the placement stage, the worst setup path has a slack of 2.618 ns. The chip area is 0.01203 mm2. STA classifies the critical path startpoint as an input port.

The die height came out at 109.7 um. The clock passes through at most 2 buffers. Recorded from the global router log, the overflow total was 0. The setup TNS after final layout came out at 0 ns. The area after detailed placement came out at 0.006106 mm2.

The timing report shows that the slowest cell on the worst path is nor2_1. The ratio of cells with drive above 1 in the final layout is 0.1534. The number of setup buffers added after CTS came out at 0. The detail-routed via count per cell came out at 5.820. The final number of max-transition violations came out at 0.

Antenna repair during routing inserted a diode count of 0. The x dimension of the die came out at 109.7 um. Ranked by total cell area, the synthesized netlist is headed by edfxtp_1 70%, mux4_2 7.8%, mux4_1 5.4%.

The tally of OpenROAD warnings came out at 28. Counting instances in the post-synthesis netlist gives the leading cell types as 136 x edfxtp_1, 20 x mux4_2, 19 x nor2_1. The half-perimeter wire length after placement is 7.060 mm. The count of flip-flops with a built-in enable after synthesis is 136. Per the finish-stage timing summary, setup violations number 0. In this run the tool buffered the top-level ports with 21 buffer cells. The first routing iteration left 146 violations. After synthesis, the design contains 295 cells according to Yosys.

The CTS tree is built. The remaining number of nets flagged by the antenna check after routing is 0. In the log, the iteration count for the first detailed-route pass is 4. The cell row count came out at 38.

The worst-skew pair later-pin latency is 0.41 ns. The number of instances in the synthesized netlist came out at 295. Setup repair after global routing left no endpoint under its margin. The final weighted congestion of routability-driven global placement is 0.8290. The CTS buffer count came out at 17. Before any placement, the netlist area is recorded as 0.005798 mm2. The arrival time of the worst setup path is 2.79 ns. The required time at the worst endpoint is listed as 5.84 ns. The worst-case max-slew headroom was logged as 0.4368.

The total of max-cap violations came out at 0. The yosys synthesis warning count came out at 1. Looking at area per cell type in the netlist, the leader is edfxtp_1. The share of async-settable or async-resettable flops after synthesis is 0. The maximum resistive drop on vdd came out at 0.0002452 V. The finished layout holds 479 standard cells, fillers aside.
[worst max-delay path, delay by kind of cell]
kind	cells	cell delay [ns]
buffers and inverters	1	0.50
and+or+nand+nor	3	1.12
[cell families (layout without fill, tap and decap cells)]
logic type / Yosys count / count (layout) / synth area share
compound gates: 24 / 24 / 0.02849
xor+xnor: 13 / 13 / 0.01964
buf+inv: 18 / 62 / 0.02331
simple gates: 56 / 56 / 0.04510
flops: 146 / 146 / 0.7389
mux: 33 / 33 / 0.1338
fa+ha+maj: 5 / 5 / 0.01079
[report_power, final]
part           leakage, nW  switching [W]  total (W)  internal, W
clock network        0.264       0.000389    0.00102     0.000627
registers             1.31      0.0000101    0.00118      0.00117
logic                0.542      0.0000695   0.000132    0.0000622
total                 2.11       0.000468    0.00233      0.00186
[stage by stage]
| stage | util | total power [W] |
|---|---|---|
| floorplan | - | 0.001284 |
| global placement | 0.5512 | 0.001335 |
| detailed placement | 0.5512 | 0.001335 |
| CTS | 0.6012 | 0.002351 |
| global route | 0.6012 | 0.002408 |
| finish | 0.6012 | 0.002327 |
[per-layer routing]
metal	GRT usage	wire, um	vias to the layer above
li1	-	-	1249
met1	0.3450	4280	1366
met2	0.2947	4786	157
met3	0.1650	1626	16
met4	0.03238	181	0
met5	0.04018	0	-
[area by class of cell]
class | count | area, um2 | area share
Tap cell | 140 | 175.2 | 0.02630
Clock inverter | 11 | 113.9 | 0.01710
Multi-Input combinational cell | 131 | 1379 | 0.2070
Inverter | 3 | 11.26 | 0.001691
Clock buffer | 21 | 440.4 | 0.06613
Timing Repair Buffer | 27 | 255.2 | 0.03832
Sequential cell | 146 | 4285 | 0.6434
[cells in the final DEF, fill, tap and decap left out, types with 2 or more instances in the layout]
cell type and count:
edfxtp_1 136, clkdlybuf4s50_1 21, mux4_2 20, nor2_1 19, clkbuf_16 17, a22oi_1 16
nand2_1 15, mux4_1 12, dfxtp_1 9, xnor2_1 9, buf_4 6, ha_1 5
nand2b_1 4, nor3_1 4, clkinv_1 4, xor2_1 4, a21oi_1 4, nand3_1 4
clkbuf_1 4, inv_1 2, nor2b_1 2, nand3b_1 2, o31ai_1 2, o21ai_0 2
or3_1 2, clkinv_4 2, clkinv_2 2, bufinv_16 2, clkinvlp_4 2
[path summary, 6_finish.rpt]
path | from | depth (start not counted) | to | slack, ns
worst max-delay path | rst | 4 | FMEM[8][2]$_DFFE_PP_ | 3.06
worst min-delay path | Ffull_$_SDFFE_PN0P_ | 2 | Ffull_$_SDFFE_PN0P_ | 0.54
worst max register to register | Rptr[0]$_SDFFE_PN0P_ | 4 | obuf[7]$_DFFE_PP_ | 3.56
worst min register to register | Ffull_$_SDFFE_PN0P_ | 2 | Ffull_$_SDFFE_PN0P_ | 0.54
[sequential cells by signal, indices dropped and copies added (netlist names)]
| signal | flops |
|---|---|
| obuf | 8 |
| Wptr | 4 |
| Fempty_ | 1 |
| Ffull_ | 1 |
| FMEM | 128 |
| Rptr | 4 |
Power is estimated from default activity; no workload was simulated.
