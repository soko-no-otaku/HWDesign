===== ./run.sh =====
#!/bin/bash
# OpenROAD 26Q1-2900-gdf79404cd8, Yosys 0.63+post, stock flow scripts
make -C /OpenROAD-flow-scripts/flow DESIGN_CONFIG=/design/flow/config.mk WORK_HOME=/design/flow/orfs finish

===== ./config.mk =====
export PLATFORM = sky130hd
export DESIGN_NAME = alu
export DESIGN_NICKNAME = alu
export VERILOG_FILES = /design/flow/design.v
export SDC_FILE = /design/flow/constraint.sdc
export NUM_CORES = 4
export LEC_CHECK = 1
export CORE_UTILIZATION = 30

===== ./constraint.sdc =====
current_design alu

set clk_period 3.6
set clk_io_pct 0.2

create_clock -name clk0 -period $clk_period [get_ports {ck}]

set non_clock_inputs [all_inputs -no_clocks]
set_input_delay [expr $clk_period * $clk_io_pct] -clock clk0 $non_clock_inputs
set_output_delay [expr $clk_period * $clk_io_pct] -clock clk0 [all_outputs]

===== ./design.v =====
module alu(A,B,O,CTR,ck);
   input [7:0] A,B;
   input [3:0] CTR;
   input       ck;
   output [7:0] O;
   reg [7:0] 	INA,INB,OUT,O;
   reg [3:0] 	C;
   always @(posedge ck) begin
      C <= CTR;
      INA <= A;
      INB <= B;
      case (C)
	'b0000 : O <= INA + INB;
	'b0001 : O <= INA - INB;
	'b1000 : O <= INA & INB;
	'b1001 : O <= INA | INB;
	'b1010 : O <= INA ^ INB;
	'b1011 : O <= ~INA;
	'b1100 : O <= INA >> 1;
	'b1101 : O <= INA << 1;
	'b1110 : O <= {INA[0],INA[7:1]};
	'b1111 : O <= {INA[6:0],INA[7]};
      endcase  
   end  
endmodule  

==> flow_metrics.tcl <==
# collected from the flow reports
set metrics [dict create \
    floorplan.rows 28 \
    port_buffer_count 28 \
    mostFrequentLayoutCells "28 x clkdlybuf4s50_1, 24 x ha_1, 21 x inv_1" \
    finish.cell_count_without_fillers 279 \
    holdBufCountCts 0 \
    sw_frac_of_total 0.244 \
    max_cap_violations 0 \
    avgViaCountPerCell 4.81 \
    ant_nets 0 \
    drcViolationCount 0 \
    post_synth_inst_count 180 \
    place.gp.congestion 0.846 \
    routed_wire_length_per_instance_um 11.9 \
    final_layout_size_suffix_gt1_frac 0.0931 \
    ys_seq_share 0.349 \
    lay_top_count "clkdlybuf4s50_1" \
    pwr-share-clk 0.297 \
    result_of_the_run "completed" \
    min_period_over_period 0.806 \
    yosys.area.top_type_share 0.218 \
    async_set_reset_flop_share_out_of_synthesis 0 \
    crit_arrival_ns 3.05 \
    worst_ir_drop_vdd_mv 0.210 \
    netlist_area_sq_um 1840 \
    ys.flop_type "dfxtp_1" \
    clk_transition_reported_paths_ns 0.10 \
    ys_cells 180 \
    n_antenna_cell 0 \
    pin_count_of_the_biggest_net_entering_global_routing 26 \
    relSlewSlack 0.501 \
    switching_power_mw 0.203 \
    fin_tns_setup_ns 0 \
    final.setup_skew_ns 0.00280 \
    maximum_count_of_clock_buffers_along_a_single_path 2 \
    synth.distinct_cells 42 \
    fp_util 0.310 \
    globalRoute.totalOverflow 0 \
    setup.worst_path.start "C[3]" \
    max_clock_freq_mhz 345 \
    clock_sink_count 28 \
    vias 1341 \
    final.min_clock_period_ns 2.90 \
    count_of_library_flops_with_an_enable_pin 8 \
    final_hold_viol_count 0 \
    worstPathMaxFanout 19 \
    core_sq_um 5920 \
    fin_util 0.377 \
    max_slew_violations 0 \
    dieHeight_um 80.2 \
    initialDrtViolationCount 62 \
    ctsHtreeMaxLevel 1 \
    seq_power_share 0.466 \
    cts_buffers 3 \
    setup.worst_path.class "reg2reg" \
    hp-class "reg2reg" \
    critPathRequiredTime_ns 3.74 \
    cts_resized 0 \
    synthesis.yosys.warnings 1 \
    cts.repair_timing.setup_buffer_count 0 \
    rsz0062_at_grt "false" \
    most_crowded_layer_gr "met1" \
    hpwlAfterDp_um 2560 \
    syn_avg_cell_area_sq_um 10.2 \
    chip_footprint_sq_um 6440 \
    groute.layer.met1.usage 0.200 \
    ys_ff 28 \
    totalPowerFinal_mw 0.831 \
    setup_viol 0 \
    static-leakage-power_nw 0.940 \
    worst_setup_path_start_kind "flip-flop" \
    reg2reg_from "C[3]" \
    cts-root-buf "clkbuf_8" \
    synth_top_cell_by_area "dfxtp_1" \
    syn2layout_area_growth_pct 21.7 \
    ioPinCount 29 \
    area_leaders "dfxtp_1 22%, ha_1 16%, edfxtp_1 13%" \
    die.size.x_um 80.2 \
    first_global_vias 1219 \
    number_of_warning_messages_in_the_logs 34 \
    detail_route.first_pass.iterations 4 \
    fillCellCount 596 \
    place.detailed.instances 275 \
    grt_first_pass_wirelength_um 5880 \
    clkLatencyLatePin_ns 0.27 \
    combinationalPowerShare 0.236 \
    initial_antenna_violation_count 0 \
    routed_wirelength_um 3320 \
    met2_usage 0.171 \
    cts_tree "yes" \
    power_density_nw_per_um2 372 \
    worst_slew_pin_slew_ns 0.748 \
    yosys-stat-area_sq_um 1840 \
    globalRouteMet3Util 0.0127 \
    kind_of_capture_point_of_the_worst_setup_path "flip-flop" \
    min_from "INA[0]" \
    groute.usage.overall 0.119 \
    internal_power_mw 0.628 \
]
[power groups by stage]
stage     combinational, mW  clock, mW  sequential [mW]
6_report              0.196      0.247            0.387
5_1_grt               0.225      0.271            0.391
4_1_cts               0.198      0.256            0.387
[per-layer routing]
metal / part of all wire / wire length [um]
met3: 0.047 / 155
met2: 0.42 / 1380
met4: 0.0087 / 29
met1: 0.53 / 1760
met5: 0 / 0
[final cells by class]
cell class	count	area [sq um]	share of cell area
multi-input combinational	121	1060	0.474
sequential	28	641	0.287
timing repair buffer	29	288	0.129
tap	75	93.8	0.0420
inverter	22	82.6	0.0370
clock buffer	3	41.3	0.0185
clock inverter	1	30.0	0.0134
[cell usage after synthesis (all sizes together) (2+ instances only)]
| library cell | count |
|---|---|
| edfxtp | 8 |
| o211ai | 9 |
| o21ai | 9 |
| nand3 | 2 |
| a211oi | 2 |
| mux2i | 4 |
| mux2 | 3 |
| buf | 6 |
| a31oi | 4 |
| clkbuf | 3 |
| nand2 | 10 |
| a21o | 4 |
| mux4 | 4 |
| dfxtp | 20 |
| inv | 22 |
| nor4b | 3 |
| ha | 24 |
| nor2 | 6 |
| a21oi | 11 |
| xnor2 | 11 |
[kinds of logic after synthesis]
kind of cell / after synthesis / synth area share
DFF: 28 / 0.349
adders and majority gates: 25 / 0.175
and+or+nand+nor: 29 / 0.0954
muxes: 11 / 0.0893
xor gates and xnor gates: 12 / 0.0614
AOI/OAI and AO/OA: 44 / 0.156
buffers and inverters: 31 / 0.0743
[sequential cells by signal, indices dropped and copies added (netlist names)]
register	cells
O	8
INB	8
C	4
INA	8
[per-stage QoR]
stage | setup WS [ns] | hold slack, ns | area, sq um
floorplan | 1.11 | 0.657 | 1840
detailed placement | 0.751 | 0.842 | 2160
global route | 0.523 | 0.870 | 2230
finish | 0.698 | 0.872 | 2230
CTS | 0.706 | 0.868 | 2230
global placement | 0.804 | 0.814 | 2160
[critical path, stage by stage (launching register included)]
cell	delay, ns
dfxtp_1	0.55
nor4b_4	0.59
mux2i_1	0.22
fa_1	0.45
a21o_1	0.18
a21o_1	0.19
a21oi_1	0.17
mux2_2	0.35
nand3_1	0.08
[path summary, 6_finish.rpt]
kind	end	slack, ns	cells past startpoint
worst max-delay path	O[6]	0.70	8
worst min-delay path	O[7]	0.87	4
worst max register to register	O[6]	0.70	8
worst min register to register	O[7]	0.87	4
No activity file was given, so power comes from the tool's default toggle rates.
