===== flow/run.sh =====
#!/bin/bash
# OpenROAD 26Q1-2900-gdf79404cd8, Yosys 0.63+post, stock flow scripts
make -C /OpenROAD-flow-scripts/flow DESIGN_CONFIG=/design/flow/config.mk WORK_HOME=/design/flow/orfs finish

===== flow/config.mk =====
export PLATFORM = sky130hd
export DESIGN_NAME = mul
export DESIGN_NICKNAME = mul
export VERILOG_FILES = /design/flow/design.v
export SDC_FILE = /design/flow/constraint.sdc
export NUM_CORES = 4
export LEC_CHECK = 1
export CORE_UTILIZATION = 40

===== flow/constraint.sdc =====
current_design mul

set clk_period 7.5
set clk_io_pct 0.2

create_clock -name clk0 -period $clk_period [get_ports {ck}]

set non_clock_inputs [all_inputs -no_clocks]
set_input_delay [expr $clk_period * $clk_io_pct] -clock clk0 $non_clock_inputs
set_output_delay [expr $clk_period * $clk_io_pct] -clock clk0 [all_outputs]

===== flow/design.v =====
module mul(A,B,O,ck,start,fin);
   input [7:0] A,B;
   input       ck,start;
   output [16:0] O;
   output 	 fin;
   reg [7:0] 	 INA,INB;
   reg [3:0] 	 st;
   reg 		 fin;
   reg [16:0] 	 OUT;
   always @(posedge ck) begin
      if(start == 1) begin
	 INA <= A;
	 INB <= B;
	 st <= 0;
	 fin <= 0;
	 OUT <= 0;
      end else begin
	 case(st)
	   'b0000 : OUT <= (OUT<<1) + INA*(INB[7]);
	   'b0001 : OUT <= (OUT<<1) + INA*(INB[6]);
	   'b0010 : OUT <= (OUT<<1) + INA*(INB[5]);
	   'b0011 : OUT <= (OUT<<1) + INA*(INB[4]);
	   'b0100 : OUT <= (OUT<<1) + INA*(INB[3]);
	   'b0101 : OUT <= (OUT<<1) + INA*(INB[2]);
	   'b0110 : OUT <= (OUT<<1) + INA*(INB[1]);
	   'b0111 : begin
	      OUT <= (OUT<<1) + INA*(INB[0]);
	      fin <= 1;
	   end
	   'b1000:begin
	      fin <= 0;
	   end
	 endcase  
	 st <= st + 1;
      end
   end  
   assign O = OUT;
endmodule  

==> qor.yml <==
floorplan:
  coreArea_um2: 12100
  dieArea_um2: 12900
  rows: 40
  die_y_um: 114
  io_pins: 36
  fp_util: 0.413
  chipWidth_um: 114
run_status:
  status: "finished, final reports clean"
synth:
  synth.distinct_cells: 73
  synth_top_flop_cell: "dfxtp_1"
  top_area_frac: 0.151
  ys_async_sr_fraction: 0
  top_area_cell: "ha_1"
  yosys.cell_count.top_type: "ha_1"
  yosysWarnings: 1
  numSynthFlops: 38
  syn_inst: 631
  synthesis.area_um2: 4980
  ys_area_um2: 4980
  ys_seq_share: 0.185
  netlist_top_cells_count: "ha_1 (60), o21ai_0 (57), nor2_1 (55)"
  avgSynthCellArea_um2: 7.89
  edf_count: 16
  ys_cells: 631
  synthTopCellsByArea: "ha_1 (15%), edfxtp_1 (9.7%), dfxtp_1 (8.8%), and2_1 (6.5%), o21ai_0 (5.7%)"
setup_path:
  path_cells: "and2_1, ha_1, inv_1, fa_1, nor2b_1, o31ai_1, a21oi_1, o21ai_0, o2111ai_1, or3_4, a211oi_2, nor4_1"
  startpoint_type: "register"
  end_kind: "register"
  cp_top_family: "AND-OR/OR-AND gates"
  cp_num_buf_inv: 1
  slowest_delay_ns: 0.54
  slowest_stage: "edfxtp_1"
  crit_arrival_ns: 3.51
  cp_data_required_time_ns: 7.65
  worst-setup-path-type: "register to register"
  critPathMaxFanout: 8
final_timing:
  fmax_mhz: 298
  drv_slew: 0
  tns_ns: 0
  hold_violations: 0
  rsz0062_at_grt: "false"
  hold_ws_ns: 0.468
  worstMarginPinSlew_ns: 0.749
  finalCriticalPeriod_ns: 3.36
  relSlewSlack: 0.499
  finalSetupViolCount: 0
  finalWorstSetupSlack_ns: 4.14
  clock_skew_ns: 0.00492
  period_used_share: 0.447
cts:
  cts_buffer_depth: 2
  cts.hold.buffers_added: 0
  postCtsSetupRepairBufs: 0
  cts_buffers: 5
  clk_pin_slew_ns: 0.06
  root_buffer: "clkbuf_16"
  cts.sinks: 38
  cts_tree: "done"
  cts-resized-gates: 0
  clk_latency_ns: 0.29
  cts.htree.levels: 2
place:
  placed_cells: 820
  io_buffers: 35
  hpwl_mm: 12.3
  placed_area_um2: 5490
  preCtsSetupSlack_ns: 4.14
  place_congestion: 1.00
job:
  cap_viol_max_count: 0
  warning_count: 28
finish:
  area_growth_syn_to_layout_pct: 13.6
  drive_above_1_share: 0.0394
  fin_area_um2: 5650
  fin_util: 0.469
  regArea_um2: 921
  fillers: 1161
  logic_area_um2: 3910
  stdcell_count: 828
drt:
  drc_errors: 0
  drt_iter0_markers: 538
  postRouteAntennaNets: 0
  drt_wl_total_mm: 15.7
  vias: 5013
  detailedRoute.firstPassIterationCount: 5
  drt-wirelength-per-cell_um: 19.0
  avgViaCountPerCell: 6.05
  n_antenna_cell: 0
power:
  design_power_total_mw: 1.08
  p_leak_nw: 2.24
  power_density_nw_per_um2: 191
  irDropWorstVdd_mv: 0.102
global_route:
  grt_max_degree: 40
  grt_pass1_vias: 4730
  grt_pass1_wl_mm: 25.1
  antenna_found_initial: 0
  grt_overflow_total: 0
  grt_usage: 0.258
worst_hold_path:
  hp-class: "register to register"
## registers in the layout (all words and copies together), names as in the netlist
signal,count
INA,8
INB,8
OUT,17
fin,1
st,4
## cell families after synthesis
group           share of synthesized area
xor+xnor                           0.0510
buf+inv                            0.0294
simple gates                        0.239
flops                               0.185
mux                               0.00427
fa+ha+maj                           0.183
compound gates                      0.308
## report_power, final
| group | internal (mW) | total [mW] | leakage [nW] | switching, mW |
|---|---|---|---|---|
| Clock | 0.157 | 0.246 | 0.0771 | 0.0891 |
| Combinational | 0.237 | 0.515 | 1.83 | 0.279 |
| Sequential | 0.242 | 0.316 | 0.337 | 0.0738 |
## final cells by class
| class | instances | share of cell area |
|---|---|---|
| tap | 168 | 0.0372 |
| inverter | 19 | 0.0126 |
| clock inverter | 2 | 0.00664 |
| timing repair buffer | 39 | 0.0664 |
| clock buffer | 6 | 0.0228 |
| multi-input combinational | 556 | 0.692 |
| sequential | 38 | 0.163 |
## worst min-delay path, delay by kind of cell, from the launching register on
family,cells,cell delay [ns]
flip-flops,1,0.31
AND/OR/NAND/NOR,1,0.05
AND-OR/OR-AND,1,0.05
## worst paths after layout
path | slack, ns | to | startpoint | depth (start not counted)
min reg2reg | 0.47 | fin | fin | 2
max reg2reg | 4.14 | OUT[9] | INB[5] | 12
min | 0.47 | fin | fin | 2
max | 4.14 | OUT[9] | INB[5] | 12
## cells in the final DEF, fill, tap and decap left out, types with 16 or more instances in the layout
cell and instances:
ha_1 60, o21ai_0 57, nor2_1 55, and2_1 52, nand2_1 44, a21oi_1 36
clkdlybuf4s50_1 34, a211oi_1 28, dfxtp_1 22, inv_1 19, edfxtp_1 16, xor2_1 16
## layer usage
layer | global-route usage | wire [um]
met5 | 0 | 0
met4 | 0.0368 | 278
met3 | 0.0460 | 1180
met2 | 0.406 | 6810
met1 | 0.385 | 7430
Power and IR drop assume default switching activity.
